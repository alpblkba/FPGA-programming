File: flow/config.mk
export PLATFORM = sky130hd
export DESIGN_NAME = task4
export DESIGN_NICKNAME = task4
export VERILOG_FILES = /design/flow/design.v
export SDC_FILE = /design/flow/constraint.sdc
export NUM_CORES = 4
export LEC_CHECK = 1
export CORE_UTILIZATION = 30
File: flow/constraint.sdc
current_design task4

set clk_period 4.8
set clk_io_pct 0.2

create_clock -name clk0 -period $clk_period [get_ports {clk}]

set non_clock_inputs [all_inputs -no_clocks]
set_input_delay [expr $clk_period * $clk_io_pct] -clock clk0 $non_clock_inputs
set_output_delay [expr $clk_period * $clk_io_pct] -clock clk0 [all_outputs]
File: flow/design.v
`timescale 1ns / 1ps
module task4 (
    input clk,
    input reset_btn,     
    input set_btn,       
    input sw0,           
    input sw1,           
    input [1:0] ps_gpio_in, 
    output reg [3:0] leds,       
    output reg [2:0] rgb_led1,   
    output reg [2:0] rgb_led2,   
    output [3:0] ps_gpio_out     
);
    reg [7:0] secret_reg;
    reg [7:0] guess_reg;
    reg [3:0] secret_count;
    reg [3:0] current_match;
    reg [19:0] debounce_cnt;
    reg sw1_clean;
    always @(posedge clk) begin
        if (sw1 != sw1_clean) begin
            debounce_cnt <= debounce_cnt + 1;
            if (debounce_cnt == 20'd1000000) begin 
                sw1_clean <= sw1;
                debounce_cnt <= 0;
            end
        end else begin
            debounce_cnt <= 0;
        end
    end
    reg sw1_d, ps_trig_d;
    wire sw1_edge   = sw1_clean & ~sw1_d;
    wire ps_edge    = ps_gpio_in[1] & ~ps_trig_d;
    reg [27:0] flash_timer;
    reg mismatch_pulse;
    always @(posedge clk) begin
        sw1_d <= sw1_clean;  
        ps_trig_d <= ps_gpio_in[1];
        if (reset_btn) begin
            secret_reg      <= 8'b0;
            guess_reg       <= 8'b0;
            secret_count    <= 0;
            mismatch_pulse  <= 0;
            flash_timer     <= 0;
        end else begin
            if (set_btn) begin
                secret_count <= 0;
            end
            else if (secret_count < 8) begin
                if (sw1_edge) begin
                    secret_reg   <= {secret_reg[6:0], sw0};
                    secret_count <= secret_count + 1;
                end
            end
            else if (secret_count == 8 && ps_edge) begin
                guess_reg <= {guess_reg[6:0], ps_gpio_in[0]};
                if (ps_gpio_in[0] != secret_reg[7 - current_match]) begin
                    mismatch_pulse <= 1;
                    flash_timer    <= 0;
                end
            end
            if (mismatch_pulse) begin
                if (flash_timer < 125000000) begin 
                    flash_timer <= flash_timer + 1;
                end else begin
                    flash_timer     <= 0;
                    mismatch_pulse  <= 0;
                end
            end
        end
    end
    integer j;
    reg [7:0] mask;
    always @(*) begin
        current_match = 0;
        mask = 8'b00000001; 
        for (j = 1; j <= 8; j = j + 1) begin
            if ((guess_reg & mask) == (secret_reg >> (8 - j))) begin
                current_match = j;
            end
            mask = (mask << 1) | 8'b00000001;
        end
    end
    assign ps_gpio_out = current_match;
    always @(*) begin
        leds = secret_count;
        rgb_led1 = 3'b000;
        rgb_led2 = 3'b000;
        if (secret_count < 8) begin
            rgb_led1 = 3'b001;  
            rgb_led2 = 3'b001;
        end else if (current_match == 8) begin
            rgb_led1 = 3'b010;  
            rgb_led2 = 3'b010;
            leds     = 4'b1111; 
        end else if (mismatch_pulse) begin
            rgb_led1 = 3'b100;  
            rgb_led2 = 3'b100;
            leds     = 4'b0000; 
        end else begin
            leds = current_match; 
        end
    end
endmodule
File: flow/run.sh
#!/bin/bash
# OpenROAD 26Q1-2900-gdf79404cd8, Yosys 0.63+post, stock flow scripts
make -C /OpenROAD-flow-scripts/flow DESIGN_CONFIG=/design/flow/config.mk WORK_HOME=/design/flow/orfs finish
==> results.ini <==
[run_status]
status = completed

[grt]
grt_start_max_net_pins = 22
antenna_found_initial = 0
grt_pass1_wl_mm = 15.4
grt_overflow_total = 0
grt_pass1_vias = 3126
grt.total_usage_pct = 13.3

[sta]
relSlewSlack_pct = 45.0
fmax_ghz = 0.244
finClkSkew_ns = 0.0102
period_used_pct = 85.3
fin_setup_tns_ns = 0
hold_slack_ns = 0.411
finalHoldViolCount = 0
maxSlewViolCount = 0
setup_viol = 0
worstMarginPinSlew_ns = 0.826
fin_ws_ns = 0.706
grt_setup_unrepaired = false
fin_crit_ns = 4.09

[final_layout]
syn2layout_area_growth_pct = 11.9
largest_reg_flops = 28
top_register = flash_timer
drive_gt1_share_pct = 5.21
reg.largest.list = flash_timer (28), debounce_cnt (20)
utilization_pct = 34.6

[power_and_ir_drop]
static-leakage-power_nw = 1.70
irDropWorstVdd_mv = 0.162
pwr_density_cell_nw_per_um2 = 268
finalPower_mw = 1.24

[critical_path]
cp_cell_sequence = xor2_1, nor4_1, nand2_1, a221o_1, a211oi_1, a21oi_1, clkdlybuf4s50_1
critPathKind = flip-flop to output port
startpoint_type = flip-flop
setup.worst_path.end_class = output port
critPathMaxFanout = 18
worst_path_largest_cell_delay_ns = 0.77
cp.arrival_ns = 3.13
crit_slowest_cell = dfxtp_1
crit_required_ns = 3.84

[logic_synthesis]
synthesis.area_um2 = 4130
yosys_area_um2 = 4130
yosysCellCount = 516
yosysWarnings = 1
synth_flops = 72
synth.distinct_cells = 57
synth_cells = 516
dominantRegCellSynth = dfxtp_1
syn_avg_cell_area_um2 = 8.00
synth-edff-count = 1
ys_seq_share_pct = 35.2
async_reset_ff_share_pct = 0

[die]
row_count = 42
fp_util_pct = 30.9
die_h_um = 119
die_w_um = 119
boundaryPins = 21
core_um2 = 13300
chip_area_um2 = 14200

[route]
num_vias = 3478
via_per_inst = 5.01
drc = 0
routedWlPerCell_um = 12.9
drt_iter0_drc = 130
antenna_left = 0
firstDrtPassIters = 4
antenna_cells = 0
wirelength_mm = 8.96

[run]
warning_count = 27
drv_cap = 0

[clocking]
cts_root_buf = clkbuf_16
clk_latency_ns = 0.33
cts.repair.resized = 0
cts_buffer_depth = 2
cts_tree = done
clock-sinks = 72
htreeDepth = 3
hold_buffers = 0
numCtsBuffers = 9
clkSlewWorstSetupHoldPaths_ns = 0.06
cts_setup_buffers = 0

[placed_design]
pre_cts_ws_ns = 1.10
port_buffers = 20
hpwl_mm = 6.30
gp_congestion = 0.877

[min_path]
hold_class = flip-flop to flip-flop

-- synth_stat cells, types with 5 or more instances --
cell type	instances	share of area, %
clkbuf_1	13	1.2
a31oi_1	8	1.2
ha_1	5	1.5
nand2b_1	5	0.76
or3_1	11	1.7
nand3_1	26	3.2
dfxtp_1	71	34
nor4_1	15	2.3
xnor2_1	12	2.5
buf_4	7	1.3
o211ai_1	6	1.1
inv_1	25	2.3
nor2b_1	5	0.76
o21ai_0	23	2.8
nor3_1	13	1.6
a21oi_1	24	2.9
xor2_1	39	8.3
nor2_1	49	4.5
nand2_1	52	4.7
or4_1	5	0.91
buf_2	9	1.1
o31ai_1	5	0.91
and3_1	10	1.5
buf_6	7	1.9
nand4_1	9	1.4
mux2i_1	10	2.4
-- layer usage --
metal / routed length (um) / share of wire (%) / vias to the layer above / GRT usage, %
li1: - / - / 1811 / -
met1: 4610 / 51 / 1600 / 20.9
met2: 3890 / 43 / 57 / 20.0
met3: 348 / 3.9 / 10 / 2.15
met4: 108 / 1.2 / 0 / 1.56
met5: 0 / 0 / - / 0
-- report_power, final --
part,internal (mW),switching (mW),total [mW]
logic,0.0126,0.0184,0.0310
clock network,0.352,0.250,0.602
registers,0.602,0.00353,0.606
total,0.967,0.272,1.24
-- worst max-delay path, delay by kind of cell, from the launching register on --
| family | cells | cell delay (ns) |
|---|---|---|
| buffers and inverters | 1 | 0.41 |
| flip-flops | 1 | 0.77 |
| AND-OR/OR-AND | 3 | 0.75 |
| AND/OR/NAND/NOR | 2 | 0.73 |
| XOR/XNOR | 1 | 0.14 |
-- cell families after synthesis --
family                     synth area share, %
DFF                                       35.2
and+or+nand+nor                           27.4
xor gates and xnor gates                  10.8
buffers and inverters                     7.94
adders and majority gates                 1.52
muxes                                     2.70
AOI/OAI and AO/OA                         14.5
-- cells in the final DEF (no fill, tap or decap), types with 3 or more instances in the layout --
cell and instances:
nand3_1 26, inv_1 25, and2_1 3, and3_1 10, nor3_1 13, nand2b_1 5, ha_1 5, a31oi_1 8
xor2_1 39, a31o_1 4, nor4_1 14, clkbuf_1 3, o21ai_0 23, or4_1 5, nor2_1 49, or3_1 11
nor2b_1 5, clkbuf_16 9, xnor2_1 12, o211ai_1 6, o22ai_1 4, nor4b_1 3, o31ai_1 4, a211oi_1 4
a21oi_1 24, buf_4 3, o21ai_1 3, nand4_1 9, mux2i_1 10, nand2_1 52, clkdlybuf4s50_1 20, o21a_1 3
dfxtp_1 71
-- stage by stage --
stage	instance area [um2]	instances
after global routing	4620	694
after global placement	4350	678
after detailed placement	4350	678
after CTS	4620	694
final	4620	694
after floorplan	4130	516
-- path summary, 6_finish.rpt --
path,start,to,slack [ns],depth (start not counted)
min,sw1_clean,sw1_d,0.41,0
max,secret_reg[7],leds[0],0.71,7
max reg2reg,secret_reg[7],flash_timer[1],1.33,9
min reg2reg,sw1_clean,sw1_d,0.41,0
-- layout make-up --
| class | count | area [um2] |
|---|---|---|
| multi-input cells | 381 | 2360 |
| fillers | 1406 | 8730 |
| clock buffers | 12 | 236 |
| clock inverters | 4 | 30.0 |
| repair buffers | 23 | 223 |
| well taps | 176 | 220 |
| flip-flops and latches | 72 | 1450 |
| inverters | 26 | 97.6 |
Power and IR drop assume default switching activity.
