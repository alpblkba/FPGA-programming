$ cat /design/flow/config.mk
export PLATFORM = sky130hd
export DESIGN_NAME = task3
export DESIGN_NICKNAME = task3
export VERILOG_FILES = /design/flow/design.v
export SDC_FILE = /design/flow/constraint.sdc
export NUM_CORES = 4
export LEC_CHECK = 1
export CORE_UTILIZATION = 50
$ cat /design/flow/constraint.sdc
current_design task3

set clk_period 10.5
set clk_io_pct 0.2

create_clock -name clk0 -period $clk_period [get_ports {clk}]

set non_clock_inputs [all_inputs -no_clocks]
set_input_delay [expr $clk_period * $clk_io_pct] -clock clk0 $non_clock_inputs
set_output_delay [expr $clk_period * $clk_io_pct] -clock clk0 [all_outputs]
$ cat /design/flow/design.v
`timescale 1ns / 1ps
module task3 (
    input  wire        clk,
    input  wire        rst,         
    input  wire [2:0]  opcode,      
    input  wire [7:0]  in2,         
    input  wire [7:0]  in1,         
    input  wire [7:0]  in0,         
    output reg signed [23:0] result,      
    output reg         done         
);
    reg signed [23:0] comb_result;
    always @(*) begin
        case (opcode)
            3'b000: comb_result = $signed({8'd0,in1}) + $signed({8'd0,in0});
            3'b001: comb_result = $signed({8'd0,in0}) - $signed({8'd0,in1});
            3'b010: comb_result = $signed($signed(in0)) * $signed($signed(in1));
            3'b011: comb_result = $signed($signed(in0)) >>> in1; 
            3'b100: comb_result = $signed($signed(in1)) * $signed($signed(in1));
            3'b101: comb_result = $signed($signed(in0)) * $signed($signed(in0)) * $signed($signed(in0));
            3'b110: comb_result = $signed($signed(in2)) + $signed($signed(in1)) + $signed($signed(in0));
            default: comb_result = 24'sd0;
        endcase
    end
    reg [2:0] opcode_reg;
    reg signed [7:0] a_reg, b_reg, c_reg;
    localparam signed [7:0] A_COEF =  8'sd5;
    localparam signed [7:0] B_COEF =  8'sd8;
    localparam signed [7:0] C_COEF = -8'sd4;
    localparam signed [7:0] D_COEF =  8'sd3;
    localparam signed [7:0] E_COEF =  8'sd6;
    localparam signed [7:0] F_COEF = -8'sd2; 
    localparam signed [15:0] G_COEF = 16'sd13;
    reg [2:0] state;
    reg signed [31:0] acc;
    localparam S_IDLE   = 3'd0;
    localparam S_AX2    = 3'd1;
    localparam S_BX     = 3'd2;
    localparam S_CY2    = 3'd3;
    localparam S_DY     = 3'd4;
    localparam S_EZ2    = 3'd5;
    localparam S_FZ     = 3'd6;
    localparam S_DONE   = 3'd7;
    always @(posedge clk) begin
        if (rst) begin
            state      <= S_IDLE;
            acc        <= 0;
            result     <= 0;
            done       <= 0;
            opcode_reg <= 0;
            a_reg      <= 0;
            b_reg      <= 0;
            c_reg      <= 0;
        end
        else begin
            case (state)
                S_IDLE: begin
                    done <= 0;
                    if (opcode == 3'b111) begin
                        opcode_reg <= opcode;
                        a_reg <= $signed(in2);
                        b_reg <= $signed(in1);
                        c_reg <= $signed(in0);
                        acc <= $signed(G_COEF);
                        state <= S_AX2;
                    end
                    else begin
                        result <= comb_result;
                        done   <= 1'b1;
                        state  <= S_IDLE;
                    end
                end
                S_AX2: begin
                    acc <= acc + $signed(A_COEF) * $signed(a_reg) * $signed(a_reg);
                    state <= S_BX;
                end
                S_BX: begin
                    acc <= acc + $signed(B_COEF) * $signed(a_reg);
                    state <= S_CY2;
                end
                S_CY2: begin
                    acc <= acc + $signed(C_COEF) * $signed(b_reg) * $signed(b_reg);
                    state <= S_DY;
                end
                S_DY: begin
                    acc <= acc + $signed(D_COEF) * $signed(b_reg);
                    state <= S_EZ2;
                end
                S_EZ2: begin
                    acc <= acc + $signed(E_COEF) * $signed(c_reg) * $signed(c_reg);
                    state <= S_FZ;
                end
                S_FZ: begin
                    acc <= acc + $signed(F_COEF) * $signed(c_reg);
                    state <= S_DONE; 
                end
                S_DONE: begin
                    result <= acc[23:0];
                    done <= 1'b1;
                    state <= S_IDLE;
                end
                default: state <= S_IDLE;
            endcase
        end
    end
endmodule
$ cat /design/flow/run.sh
#!/bin/bash
# OpenROAD 26Q1-2900-gdf79404cd8, Yosys 0.63+post, stock flow scripts
make -C /OpenROAD-flow-scripts/flow DESIGN_CONFIG=/design/flow/config.mk WORK_HOME=/design/flow/orfs finish
==> Changelog: implementation <==
### Metrics

* Run status: finished clean
* GRT met1 Usage at 0.451
* WHS Endpoint: state[3]
* Master cell of the clock root buffer: clkbuf_16
* Num CTS Buffers at 9
* Clock-pin slew on the worst setup and hold paths at about 70 ps
* Ratio of cells with drive above 1 in the final layout at 0.0730
* Critical path launch point type: input port
* Layout area overhead at 9.68%
* # placed instances at between 4000 and 5000
* Die boundary width at about 260 um
* Placed Area at 36200 um^2
* Hold Path Origin: state[5]
* Pin slew with the least headroom to its limit at approximately 900 ps
* Floorplan row count at about 94
* DPL Wire Length at about 79 mm
* Routed wirelength normalized by instance count at between 15 and 20 um
* Required @ worst endpoint at approximately 11000 ps
* Number of hold violations in the final report at 0
* Count of different cell masters after synthesis at 72
* # Max-Cap Violations at 0
* Height of the chip at 261 um
* Clock Path Buffers at 2
* Register bit count reported by yosys at between 80 and 90
* Met3 GRT Util at 0.0712
* Floorplan core area at between 60000 and 70000 um^2
* # clock sinks at 81
* Avg Cell Area, Syn at about 8.4 um^2
* Final-report setup violation count at 0
* Max-slew violation count at 0
* Fin Setup TNS at 0 ps
* Post-synth design cell area at 33600 um^2
* Wire length of the first global-routing pass at about 150 mm
* Path depth of the worst reg2reg path at 36
* Number of buffers inserted for hold repair after clock tree synthesis at 0
* Overall die area at roughly 70000 um^2
* Hold WC Path Type: reg -> reg
* Via Count at between 20000 and 30000
* Vias per Instance at 5.42
* Detailed-route wire length at between 90 and 100 mm
* Worst Hold Path Cells at 1
* Start of the worst register-to-register path: c_reg[1]
* Routed Antenna Nets at 0
* Minimum setup slack among reg-to-reg paths at 1200 ps
* GRT busiest layer: met2
* Maximum clock skew at final layout at 13.1 ps
* Number of top-level design ports at between 50 and 60
* Met2 track utilization from global routing at 0.487
* Cell count listed in synth_stat.txt at 3989
* Number of antenna violations at the first check in global routing at 4
* Clock latency of the later-clocked register in the worst-skew pair at ~380 ps
* Number of H-tree levels at 3
* Fin crit share at 0.951
* Leading registers by flop count: acc x24, result x24
* Cell count after synthesis at 3989
* Main flop type: dfxtp_1
* Global placer's final weighted congestion at between 0.9 and 1
* Final critical delay including setup and external delays at between 9000 and 10000 ps
* Tally of non-filler cells in the final layout at approximately 5000
* Tally of OpenROAD warnings at approximately 67
* Capture instance of the worst register-to-register path: acc[22]
* Post-synthesis sequential area ratio at 0.0482
* CTS tree: yes
* Aggregate global routing overflow at 0
* Data arrival, critical path at between 10000 and 15000 ps
* Number of detailed-route iterations in the first pass at 8
* Peak Freq at 100 MHz
* Design area at around 37000 um^2
* Vias in the first global route at between 20000 and 30000
* DRC violation count after routing at 0
* Yosys warnings at 1
* Biggest cell delay along the critical path at between 500 and 600 ps
* Initial Utilization at 0.509
* Chip area line of the yosys report at ~34000 um^2
* Crit path capture type: register
* Number of diodes at 0
* GR Util All Layers at 0.308
* Maximum number of pins on one net before global-route repair at between 40 and 50
* Cell at the slowest stage of the critical path: fa_1
* # port buffers at 53
* Normalized max-slew margin at 0.413
* Async SR Flop Fraction at 0
* Count of library flops with an enable pin at 0
* Worst Setup Path Type: in -> reg
* Crit-path max FO at 5
* DR iter-0 viols at approximately 1600
* Final core utilization at 0.558
## cells by family after synthesis
| group | after synthesis | synth area share |
|---|---|---|
| xor gates and xnor gates | 240 | 0.0625 |
| DFF | 81 | 0.0482 |
| and+or+nand+nor | 1043 | 0.148 |
| muxes | 17 | 0.00532 |
| AOI/OAI and AO/OA | 698 | 0.137 |
| buffers and inverters | 899 | 0.100 |
| adders and majority gates | 1010 | 0.498 |
| other | 1 | 0.000112 |
## critical path, delay by kind of cell
family | cells | cell delay [ps]
simple gates | 6 | 720
xor+xnor | 2 | 340
buf+inv | 10 | 950
fa+ha+maj | 10 | 4140
compound gates | 11 | 2060
## metal layers
layer,wire length (um),up-vias,share of wire
met5,23,-,0.00024
met4,2570,4,0.027
met3,6240,119,0.066
met2,44400,622,0.47
met1,41500,13253,0.44
li1,-,13103,-
## synthesized netlist by cell type (12+ instances only)
cell / n / area [um^2]
nor3_1: 49 / 245
xor2_1: 57 / 499
nand3_1: 37 / 185
a22oi_1: 16 / 120
clkbuf_1: 111 / 417
o21ai_0: 108 / 541
xnor2_1: 183 / 1600
or3_1: 17 / 106
dfxtp_1: 81 / 1620
inv_1: 770 / 2890
a221oi_1: 23 / 201
and2_1: 200 / 1250
ha_1: 461 / 5770
o211ai_1: 12 / 90.1
o31ai_1: 15 / 113
nor2_1: 270 / 1010
o21a_1: 35 / 263
a31oi_1: 32 / 200
nor2b_1: 38 / 238
fa_1: 549 / 11000
a211oi_1: 29 / 218
nand2b_1: 65 / 407
and3_1: 15 / 93.8
o21bai_1: 34 / 255
a21oi_1: 211 / 1060
nand2_1: 319 / 1200
a21o_1: 65 / 488
## timing repair
| item | 4_1_cts | 5_1_grt |
|---|---|---|
| gates resized | 8 | 66 |
| pin swaps | 1 | 30 |
| endpoints found under the setup margin | 3 | 11 |
| setup buffers | 0 | 5 |
| endpoints found under the hold margin | 0 | 0 |
## stage by stage
step / setup WS [ps] / hold slack, ps
2_1_floorplan: 24.4 / 422
3_3_place_gp: -485 / 481
3_5_place_dp: -497 / 471
4_1_cts: 18.5 / 491
5_1_grt: -15.5 / 497
6_report: 514 / 488
## cell type report
| class | count | area, um^2 |
|---|---|---|
| sequential | 81 | 1620 |
| clock inverter | 7 | 101 |
| tap | 864 | 1080 |
| clock buffer | 9 | 225 |
| inverter | 780 | 2930 |
| fill | 6151 | 29200 |
| timing repair buffer | 249 | 2020 |
| multi-input combinational | 3009 | 28900 |
## cell usage in the layout (no fill, tap or decap), types with 9 or more instances in the layout
cell type	synthesis	final
nor2b_1	38	38
ha_1	461	451
and3_1	15	15
nand2_1	319	314
nand3_1	37	37
xnor2_1	183	178
clkbuf_16	0	9
or2_2	11	11
a221o_1	9	9
nand2b_1	65	65
clkdlybuf4s50_1	0	44
o21ai_0	108	104
a221oi_1	23	23
a31oi_1	32	31
a311oi_1	11	11
o21bai_1	34	34
nor3_1	49	48
dfxtp_1	81	81
inv_1	770	763
buf_4	0	191
a211oi_1	29	29
o21a_1	35	35
mux2i_1	10	10
xor2_1	57	57
o31ai_1	15	15
a21oi_1	211	202
fa_1	549	547
a21o_1	65	65
o22ai_1	10	10
or3_1	17	17
and2_1	200	199
o211ai_1	12	12
a22oi_1	16	16
nor2_1	270	263
a222oi_1	11	11
## worst max-delay path by stage
stage,from,to,cells past startpoint
CTS,in0[1],result[23],34
finish,in0[0],result[23],39
global route,in0[0],result[23],43
